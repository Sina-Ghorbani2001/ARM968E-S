==> flow/design.v <==
module WB_Stage_Reg #(
    parameter DATA_LEN = 32,
    parameter ADDRESS_LEN = 32    
) (
    input wire           clk, rst,
    input wire  [31 : 0] PC_in,
    output reg  [31 : 0] PC
);
    always @(posedge clk or negedge rst) begin
        if(~rst) begin
            PC <= 'b0;
        end
        else begin
            PC <= PC_in;
        end
    end
endmodule
==> flow/run.sh <==
#!/bin/bash
# OpenROAD 26Q1-2900-gdf79404cd8, Yosys 0.63+post, stock flow scripts
make -C /OpenROAD-flow-scripts/flow DESIGN_CONFIG=/design/flow/config.mk WORK_HOME=/design/flow/orfs finish
==> flow/config.mk <==
export PLATFORM = sky130hd
export DESIGN_NAME = WB_Stage_Reg
export DESIGN_NICKNAME = WB_Stage_Reg
export VERILOG_FILES = /design/flow/design.v
export SDC_FILE = /design/flow/constraint.sdc
export NUM_CORES = 4
export LEC_CHECK = 1
export CORE_AREA = 10 10 100 100
export DIE_AREA = 0 0 110 110
==> flow/constraint.sdc <==
current_design WB_Stage_Reg

set clk_period 1.0
set clk_io_pct 0.2

create_clock -name clk0 -period $clk_period [get_ports {clk}]

set non_clock_inputs [all_inputs -no_clocks]
set_input_delay [expr $clk_period * $clk_io_pct] -clock clk0 $non_clock_inputs
set_output_delay [expr $clk_period * $clk_io_pct] -clock clk0 [all_outputs]
==> metrics.yaml <==
run_status:
  outcome: "finished clean"
placement:
  io_buffer_count: 65
  weighted_congestion_reported_at_the_end_of_routability_driven_placement: 0.699
  dpl-instance-area_sq_um: 1600
  dpl_worst_slack_ns: -0.0312
  hpwlAfterDp_um: 2120
flow_run:
  log.warning_count: 26
  timing.max_cap.violations: 0
clocking:
  cts_sinks: 32
  cts.repair_timing.setup_buffer_count: 0
  cts_max_level: 2
  clkSlewWorstSetupHoldPaths_ns: 0.07
  cts_resized: 98
  postCtsHoldBufs: 0
  cts_buffers: 5
  ctsRootBufferMaster: "sky130_fd_sc_hd__clkbuf_8"
  clock_path_buffers: 2
  cts_tree: "yes"
pwr:
  p_leak_nw: 0.688
  power_frac_comb_pct: 8.1
  netSwitchingPower_w: 0.000517
  proportion_of_power_drawn_by_the_clock_network_pct: 40.1
  vdd_ir_drop_max_mv: 0.377
  pwr_density_cell_nw_per_um2: 1720
  sequentialPowerShare_pct: 51.8
  sw_frac_of_total_pct: 19.5
  internal_dissipation_w: 0.00213
worst_setup_path:
  crit_path_end_kind: "primary output"
  critical_path.max_stage_delay_ns: 0.36
  timing.critical_path.required_ns: 0.80
  cp_num_cells: 1
  worst_ep_arrival_time_ns: 0.76
  cp-startpoint: "PC[11]"
  cp_num_buf_inv: 1
  critPathKind: "reg -> out"
  worst-path-max-fanout: 1
  path_delay_family: "flip-flops"
  crit_chain: "buf_2"
  worst_path_max_delay_cell: "sky130_fd_sc_hd__dfrtp_1"
  crit_path_start_kind: "register"
timing:
  final.period_utilization_pct: 96.0
  drv_slew: 0
  fin_crit_ns: 0.960
  fin_worst_hold_slack_ns: 0.284
  setup_violations: 0
  rsz0062_at_grt: "true"
  worst_margin_slew_ns: 0.183
  maxSlewHeadroom_pct: 87.8
  worst_slack_ns: 0.0403
  totalNegativeSetupSlack_ns: 0
  finalHoldViolations: 0
  max_clock_freq_mhz: 1040
synth:
  synth-area-yosys_sq_um: 801
  postSynthCellCount: 32
  syn_area_per_cell_sq_um: 25.0
  mappedNetlistArea_sq_um: 801
  ys_seq_elements: 32
  total_number_of_yosys_warnings: 1
  synth.lib_cells_used.distinct: 1
  synth-cells-yosys: 32
  synth_sequential_area_ratio_pct: 100
drt:
  drt_first_pass_iters: 3
  wl_per_cell_um: 12.6
  post_detailed_routing_wire_length_um: 2620
  antenna_violating_nets_post_route: 0
  remaining_drc_errors: 0
  initialDrtViolationCount: 9
  routed_via_density: 2.62
  routed-via-count: 544
cells_and_area:
  fillers: 858
  layout.cells.most_common: "sky130_fd_sc_hd__clkdlybuf4s50_1"
  largest_reg_flops: 32
  drive_gt1_share_pct: 38.1
  highest_count_cells_in_the_layout_ignoring_fill_and_taps: "33 x sky130_fd_sc_hd__clkdlybuf4s50_1, 32 x sky130_fd_sc_hd__dfrtp_1, 32 x sky130_fd_sc_hd__buf_2, 7 x sky130_fd_sc_hd__clkbuf_8, 1 x sky130_fd_sc_hd__buf_12"
  multi_input_comb_cells: 0
  register_with_the_highest_flop_count: "PC"
  layout.area.comb_sq_um: 0
  finalInstanceArea_sq_um: 1540
  p_r_area_growth_vs_syn_pct: 92.0
  top_regs: "PC x32"
global_routing:
  antenna_found_initial: 1
  pin_count_of_the_biggest_net_entering_global_routing: 33
  wire_length_of_the_first_global_routing_pass_um: 3770
  grt_pass1_vias: 647
  groute.usage.overall_pct: 4.10
  grt_overflow_total: 0
floorplanning:
  placeableCoreArea_sq_um: 7810
  floorplan.initialDensity_pct: 10.3
  die_y_um: 110
  boundaryPins: 66
  dieArea_sq_um: 12100
  std_cell_rows: 32
  die_w_um: 110
min_path:
  min_path_type: "in -> async"
==> layer usage <==
| metal | vias to the layer above | wire length [um] | GRT usage (%) |
|---|---|---|---|
| met5 | - | 0 | 0 |
| met4 | 0 | 54 | 1.21 |
| met3 | 2 | 353 | 2.47 |
| met2 | 34 | 1270 | 6.52 |
| met1 | 266 | 934 | 4.52 |
| li1 | 242 | - | - |
==> synth_stat cells, drive strengths merged <==
cell / count / area (sq um)
dfrtp: 32 / 801
==> metrics by stage <==
step,utilization [%],instances,power (W)
2_1_floorplan,-,32,0.00138
3_3_place_gp,20.5,200,0.00169
3_5_place_dp,20.5,200,0.00169
4_1_cts,19.7,207,0.00273
5_1_grt,19.7,207,0.00280
6_report,19.7,208,0.00265
==> power by group through the flow <==
stage	logic [W]	registers, W	clock network [W]
final	0.000215	0.00137	0.00106
after global routing	0.000240	0.00138	0.00118
after CTS	0.000225	0.00137	0.00113
==> cell families (layout without fill, tap and decap cells) <==
kind of cell / Yosys count / after routing / share of synthesized area, %
flip-flops: 32 / 32 / 100
buffers and inverters: 0 / 73 / 0
other: 0 / 1 / 0
==> worst paths after layout <==
check / to
max: PC[11]
min: PC[19]
max in group asynchronous: PC[22]
min in group clk0: PC[11]
==> layout make-up <==
cell class	instances	area, sq um	share of cell area (%)
repair buffers	66	510	33.2
clock buffers	7	96.3	6.27
flip-flops and latches	32	801	52.1
diodes	1	2.50	0.163
well taps	102	128	8.30
Power and IR drop assume default switching activity.
